File: design/flow/design.v
`timescale 1ns / 1ns
module divider_unsigned (
    input  wire [31:0] i_dividend,
    input  wire [31:0] i_divisor,
    output wire [31:0] o_remainder,
    output wire [31:0] o_quotient
);
wire [31:0] dividents [33];
wire [31:0] remainders [33];
wire [31:0] quotients [33];
assign dividents[0] = i_dividend;
assign remainders[0] = 32'b0;
assign quotients[0] = 32'b0;
  genvar i;
  for (i = 0; i < 32; i = i + 1) begin : gen_iter
    divu_1iter div(
      .i_dividend(dividents[i]),
      .i_divisor(i_divisor),
      .i_remainder(remainders[i]),
      .i_quotient(quotients[i]),
      .o_dividend(dividents[i+1]),
      .o_remainder(remainders[i+1]),
      .o_quotient(quotients[i+1]));
  end
  assign o_remainder = remainders[32];
  assign o_quotient = quotients[32];
endmodule
module divu_1iter (
    input  wire [31:0] i_dividend,
    input  wire [31:0] i_divisor,
    input  wire [31:0] i_remainder,
    input  wire [31:0] i_quotient,
    output wire [31:0] o_dividend,
    output wire [31:0] o_remainder,
    output wire [31:0] o_quotient
);
  wire [31:0] temp_sum;
  assign temp_sum = {i_remainder[30:0], i_dividend[31]};
  assign o_quotient = (temp_sum < i_divisor) ? {i_quotient[30:0], 1'b0} : {i_quotient[30:0], 1'b1};
  assign o_remainder = (temp_sum < i_divisor) ? temp_sum : temp_sum - i_divisor;
  assign o_dividend = {i_dividend[30:0], 1'b0};
endmodule
File: design/flow/run.sh
#!/bin/bash
# OpenROAD 26Q1-2900-gdf79404cd8, Yosys 0.63+post, stock flow scripts
make -C /OpenROAD-flow-scripts/flow DESIGN_CONFIG=/design/flow/config.mk WORK_HOME=/design/flow/orfs finish
File: design/flow/config.mk
export PLATFORM = sky130hd
export DESIGN_NAME = divider_unsigned
export DESIGN_NICKNAME = divider_unsigned
export VERILOG_FILES = /design/flow/design.v
export SDC_FILE = /design/flow/constraint.sdc
export NUM_CORES = 4
export LEC_CHECK = 1
export CORE_UTILIZATION = 40
File: design/flow/constraint.sdc
current_design divider_unsigned

set clk_period 265.4
set clk_io_pct 0.2

create_clock -name clk0 -period $clk_period

set non_clock_inputs [all_inputs -no_clocks]
set_input_delay [expr $clk_period * $clk_io_pct] -clock clk0 $non_clock_inputs
set_output_delay [expr $clk_period * $clk_io_pct] -clock clk0 [all_outputs]
==> reports/metrics.yaml <==
yosysCellCount: 9265
slowest_delay_ns: 0.93
die_w_um: 396
antenna_found_initial: 16
n_clock_buffer: 0
worst_setup_path_start_kind: "primary input"
muxShareOfSynthArea_pct: 2.27
power.density_nw_per_um2: 12100
antenna_left: 0
via_count: 72700
ys_area_um2: 62100
critPathCaptureType: "output pin"
p_sw_mw: 475
status: "complete, no violations"
syn_to_final_growth_pct: 6.94
cp_max_fo: 48
syn_avg_cell_area_um2: 6.71
drive_above_1_share_pct: 5.97
wl_um: 289000
setup_tns_ns: 0
hold_path.class: "primary input to output pin"
synth-adder-area-share_pct: 21.0
synth.distinct_cells: 123
regArea_um2: 0
max_freq_mhz: 4.63
syn_area_um2: 62100
fillers: 15900
logic_family: "AND-OR/OR-AND gates"
hold_buffers: 0
hold_violations: 0
grt_max_degree: 50
fin_ws_ns: 49.35
netSwitchingFraction_pct: 59.2
drtPass1Iterations: 6
synth.cellmix.compoundShare_pct: 39.0
ys_sh_simple_pct: 23.5
crit_top_cell: "ha_1"
cp.required_ns: 212.32
relSlewSlack_pct: 12.4
fin_crit_ns: 216.05
yosys.stat.seqShare_pct: 0
via_per_inst: 6.39
warnings: 32
grt_pass1_vias: 66500
core_um2: 154000
place_hpwl_um: 236000
die_h_um: 396
portBuffers: 128
wl_per_cell_um: 25.4
post_cts_buffers: 0
drt_iter0_drc: 6749
power.internal_mw: 327
cts_resized: 0
die_area_um2: 157000
globalRouteTotalUtil_pct: 35.9
post-route-drc-count: 0
seq_cell_count: 0
grt_pass1_wl_um: 424000
maxCapViolCount: 0
p_leak_nw: 30.4
place_congestion: 1.11
grt-ovfl-total: 0
rows: 144
ys_warn_count: 1
drv_slew: 0
critPathSlowestCell: "nor2_1"
finalClockPeriodUsage_pct: 81.4
syn_inst: 9265
ios: 128
setup_viol: 0
worst_pin_slew_ns: 1.30
rsz0062_at_grt: "no"
crit_type: "primary input to output pin"
ir_drop_uv: 8200
place_ws_ns: 52.41
fp_util_pct: 40.3
critical_path_arrival_ns: 162.97
xor_share_pct: 9.84
[Yosys cell counts (104+ instances only)]
master | instances | area share (%)
ha_1 | 994 | 20
nor2_1 | 873 | 5.3
inv_1 | 425 | 2.6
o21a_1 | 290 | 3.5
nand2_1 | 990 | 6.0
xnor2_1 | 435 | 6.1
a21oi_1 | 864 | 7.0
o21bai_1 | 104 | 1.3
or3_1 | 116 | 1.2
xor2_1 | 263 | 3.7
nand2b_1 | 135 | 1.4
a31oi_1 | 164 | 1.7
o21ai_0 | 650 | 5.2
nor3_1 | 205 | 1.7
clkbuf_1 | 164 | 0.99
nor2b_1 | 122 | 1.2
nand3_1 | 188 | 1.5
a21o_1 | 388 | 4.7
o211ai_1 | 113 | 1.4
[kinds of logic after synthesis]
family	Yosys count
simple gates	3109
compound gates	3591
buf+inv	712
fa+ha+maj	1025
mux	129
other cells	1
xor+xnor	698
[critical path: cells and delay by family]
family                     cells  cell delay (ns)
xor gates and xnor gates       4             0.55
and+or+nand+nor               99            24.77
AOI/OAI and AO/OA            189            54.61
buffers and inverters         63            17.10
adders and majority gates     33            11.29
muxes                          2             0.85
[power by group through the flow]
stage / clock network (mW) / logic (mW) / registers, mW
4_1_cts: 0 / 815 / 0
5_1_grt: 0 / 829 / 0
[cells in the final DEF, fill, tap and decap left out, types with 59 or more instances in the layout]
cell,instances
o21ai_0,650
nand2_1,990
clkdlybuf4s50_1,126
nor2_1,871
o21bai_1,104
buf_4,182
and3_1,102
xor2_1,263
a31oi_1,163
o21a_1,290
and2_1,69
a21oi_1,862
nand2b_1,135
nand4_1,66
o211ai_1,113
o31ai_1,100
o31a_1,67
ha_1,994
nand3_1,188
a21o_1,388
a211oi_1,98
inv_1,394
or3_1,116
nor3_1,204
nor2b_1,121
mux2_2,76
a21boi_0,59
xnor2_1,435
or2_2,67
[metal layers]
| layer | vias to the layer above | part of all wire, % | GRT usage [%] |
|---|---|---|---|
| met5 | - | 0.041 | 0 |
| met4 | 16 | 5.1 | 14.8 |
| met3 | 594 | 7.9 | 5.82 |
| met2 | 3062 | 44 | 55.8 |
| met1 | 34100 | 43 | 49.1 |
| li1 | 35000 | - | - |
[layout make-up]
cell class | instances | area (um2) | share of cell area, %
multi-input combinational | 8567 | 59500 | 89.6
timing repair buffer | 310 | 2650 | 3.99
tap | 2044 | 2560 | 3.85
antenna | 3 | 7.51 | 0.0113
inverter | 451 | 1700 | 2.56
[path summary, 6_finish.rpt]
check | start | to | slack, ns | cells past startpoint
max | i_dividend[31] | o_remainder[16] | 49.35 | 390
min | i_dividend[0] | o_remainder[0] | 107.14 | 4
[stage by stage]
stage,power [mW],util (%),std cells,hold slack (ns),cell area (um2)
3_5_place_dp,814,43.1,11400,107.14,66400
2_1_floorplan,916,-,9279,106.24,62200
4_1_cts,815,43.1,11400,107.14,66400
3_3_place_gp,814,43.1,11400,107.12,66400
6_report,801,43.1,11400,107.14,66400
5_1_grt,829,43.1,11400,107.22,66400
Power is estimated from default activity; no workload was simulated.
